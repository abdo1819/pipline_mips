==> design.v <==
module maindec(input   logic  [5:0] op,
    output  logic       memtoreg, memwrite,
    output  logic       branch, bne, alusrc,
    output  logic       regdst, regwrite,
    output  logic       jump, extend,
    output  logic [1:0] aluop);
logic [10:0] controls;
assign {regwrite, regdst, alusrc,
branch, bne, memwrite,
memtoreg, jump, extend, aluop} = controls;
always_comb
case(op)
6'b000000: controls <= 11'b11000000011;  
6'b100011: controls <= 11'b10100010100;  
6'b101011: controls <= 11'b00100100100;  
6'b000100: controls <= 11'b00010000001;  
6'b001000: controls <= 11'b10100000100;  
6'b000010: controls <= 11'b00000001000;  
6'b000101: controls <= 11'b00001000001;  
6'b001101: controls <= 11'b10100000010;  
default:   controls <= 11'bxxxxxxxxxxx;  
endcase
endmodule
==> run.sh <==
#!/bin/bash
# OpenROAD 26Q1-2900-gdf79404cd8, Yosys 0.63+post, stock flow scripts
make -C /OpenROAD-flow-scripts/flow DESIGN_CONFIG=/design/flow/config.mk WORK_HOME=/design/flow/orfs finish
==> config.mk <==
export PLATFORM = sky130hd
export DESIGN_NAME = maindec
export DESIGN_NICKNAME = maindec
export VERILOG_FILES = /design/flow/design.v
export SDC_FILE = /design/flow/constraint.sdc
export NUM_CORES = 4
export LEC_CHECK = 1
export CORE_AREA = 10 10 70 70
export DIE_AREA = 0 0 80 80
==> constraint.sdc <==
current_design maindec

set clk_period 3.2
set clk_io_pct 0.2

create_clock -name clk0 -period $clk_period

set non_clock_inputs [all_inputs -no_clocks]
set_input_delay [expr $clk_period * $clk_io_pct] -clock clk0 $non_clock_inputs
set_output_delay [expr $clk_period * $clk_io_pct] -clock clk0 [all_outputs]
==> results.txt <==
run metrics: slew margin rel.=0.746, vias per cell=3.52, Area after DPL=499 um2, number of global-route vias before repair=319, Dominant cell area share=0.0657, Tmin final=3050 ps, Ports=17, Hold Crit Start=op[3], final worst slack=155 ps, Finished Cell Area=513 um2, Log Warnings=32, Vias=363, Seq share, synth=0, dpl cells=103, Detailed Place HPWL=792 um, Post-Syn Area=267 um2, number of max-cap violations=0, antenna viol nets, final=0, Placement Setup Slack=111 ps, crit path DAT=2410 ps, Comb power frac=1.000, initial antenna violation count=0, CLK BUF=0, global placer's final weighted congestion=0.833, CP endpoint kind=primary output, total congestion overflow=0, worst slew pin tran=381 ps, Port Buffers=17, yosys warning tally=1, Total Wirelength=965 um, worst path required time=2560 ps, crit path max fanout=6, switch share=0.446, storage element area=0 um2, hold buffers post-CTS=0, worst min-delay path class=input port to primary output, RSZ-0062 raised after global routing=no, Syn Inst Count=40, FP Core Util=0.0780, Seq Cell Count=0, antenna cells=0, chip width=80 um, Main area contributors=nor4b_1, nor2_1, nor3b_1, Final Non-Filler Cells=103, GRT Util Overall=0.0261, # rows=21, Final Hold Fails=0, first drt pass iteration count=4, Post-CTS Setup Repair Bufs=0, Die Size=0.00640 mm2, Clock power frac=0, Tcrit/Tclk final=0.952, post-DR wirelength/cell=9.37 um, largest net degree at the start of global routing=13, Yosys top cell by instances=nor2_1, P per Cell Area=84.1 mW/mm2, critical path launch point=op[0], Synth area leader=nor4b_1, core area=0.00342 mm2, final setup fails=0, max frequency=0.328 GHz, Setup Crit Path Kind=input port to primary output, sequential power share=0, chip height=80 um, number of fill cells=391, Leak=0.000184 uW, Syn Area/Cell=6.66 um2, yosys synthesis chip area=267 um2, internal power=23.9 uW, Distinct cells, synth=27, crit start category=input port, # Cells Yosys=40, drt first-iter violations=18, first-pass GRT wire length=1480 um, Layout area overhead=92.5%, DRC violations left=0, outcome=finished clean, Max IR drop VDD=9.27 uV, Slew Limit Fails=0, setup TNS=0 ps, switching power=19.2 uW, layout cells sized above 1=0.175
==> layout make-up <==
type                       count  area [um2]  share of cell area
timing repair buffer          22         215               0.420
multi-input combinational     35         240               0.468
tap                           46        57.6               0.112
==> cells by family (layout without fill, tap and decap cells) <==
group	Yosys count	in the layout	synth area share
and+or+nand+nor	25	25	0.601
AOI/OAI and AO/OA	8	8	0.202
buffers and inverters	5	22	0.122
xor gates and xnor gates	1	1	0.0329
muxes	1	1	0.0423
==> layout by cell type (no fill, tap or decap), types with 2 or more instances in the layout <==
cell type / n
nand2b_1: 2
nand2_1: 2
o31ai_1: 2
clkdlybuf4s50_1: 14
dlymetal6s2s_1: 3
nor2_1: 4
nand3_1: 2
nor3b_1: 2
buf_4: 5
nor3_1: 2
nor2b_1: 2
o21ai_0: 2
==> repair_timing <==
action | in CTS | in global routing
setup endpoints to repair | 0 | 5
hold endpoints to repair | 0 | 0
gates resized | 0 | 4
==> per-stage QoR <==
step           total power [uW]   util  hold WS, ps
3_5_place_dp               42.9  0.146         2310
2_1_floorplan              22.4      -         1290
4_1_cts                    43.2  0.146         2320
5_1_grt                    47.5  0.150         2020
3_3_place_gp               43.2  0.146         2320
6_report                   43.1  0.150         1940
==> worst paths after layout <==
kind                       end  slack [ps]  cells after the start
worst max-delay path  aluop[0]         150                      6
worst min-delay path  memtoreg        1940                      3
==> metal layers <==
layer	vias to the layer above	global-route usage	part of all wire
met2	14	0.0417	0.42
li1	186	-	-
met1	163	0.0356	0.45
met4	0	0	0
met5	-	0	0
met3	0	0.00795	0.12
==> critical path, stage by stage <==
cell and delay [ps]:
clkdlybuf4s50_1 610, buf_4 180, nand4b_1 120, a21oi_1 260, o21ai_0 150, clkdlybuf4s50_1 440
==> power by group through the flow <==
stage | registers [uW] | clock network, uW | logic (uW)
after CTS | 0 | 0 | 43.2
after global routing | 0 | 0 | 47.5
final | 0 | 0 | 43.1
No activity file was given, so power comes from the tool's default toggle rates.
